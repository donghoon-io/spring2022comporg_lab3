==> design/flow/design.v <==
module gshare #(  
  parameter DATA_WIDTH = 32,
  parameter COUNTER_WIDTH = 2,
  parameter NUM_ENTRIES = 256
) (
  input clk,
  input rstn,
  input update,
  input actually_taken,
  input [DATA_WIDTH-1:0] resolved_pc,
  input [DATA_WIDTH-1:0] pc,
  output pred
);
reg [7:0] bht;
reg [1:0] pht [255:0];  
assign pred = (pht[bht ^ pc[9:2]] == 2'b11 || pht[bht ^ pc[9:2]] == 2'b10) ? 1'b1 : 1'b0;
always @(*) begin
  if (rstn == 1'b1) begin
    if (update) begin
      if (pht[bht ^ resolved_pc[9:2]] == 2'b00) begin
        pht[bht ^ resolved_pc[9:2]] = actually_taken ? 2'b01 : 2'b00;
      end
      else if (pht[bht ^ resolved_pc[9:2]] == 2'b01) begin
        pht[bht ^ resolved_pc[9:2]] = actually_taken ? 2'b10 : 2'b00;
      end
      else if (pht[bht ^ resolved_pc[9:2]] == 2'b10) begin
        pht[bht ^ resolved_pc[9:2]] = actually_taken ? 2'b11 : 2'b01;
      end
      else begin  
        pht[bht ^ resolved_pc[9:2]] = actually_taken ? 2'b11 : 2'b10;
      end
      bht = {bht[6:0], actually_taken};
    end
  end
  else begin
    for (integer i=0; i<256; i=i+1) begin
      pht[i] = 2'b01;
    end
    bht = 8'd0;
  end
end
endmodule
==> design/flow/run.sh <==
#!/bin/bash
# OpenROAD 26Q1-2900-gdf79404cd8, Yosys 0.63+post, stock flow scripts
make -C /OpenROAD-flow-scripts/flow DESIGN_CONFIG=/design/flow/config.mk WORK_HOME=/design/flow/orfs finish
==> design/flow/config.mk <==
export PLATFORM = sky130hd
export DESIGN_NAME = gshare
export DESIGN_NICKNAME = gshare
export VERILOG_FILES = /design/flow/design.v
export SDC_FILE = /design/flow/constraint.sdc
export NUM_CORES = 4
export LEC_CHECK = 1
export CORE_UTILIZATION = 30
==> design/flow/constraint.sdc <==
current_design gshare

set clk_period 5.5
set clk_io_pct 0.2

create_clock -name clk0 -period $clk_period

set non_clock_inputs [all_inputs -no_clocks]
set_input_delay [expr $clk_period * $clk_io_pct] -clock clk0 $non_clock_inputs
set_output_delay [expr $clk_period * $clk_io_pct] -clock clk0 [all_outputs]
==> impl_report.txt <==
IMPLEMENTATION SUMMARY REPORT
----------------------------------------------------
[Status]
  Result of the run ........................ finished, final reports clean

[Placement]
  Quantity of I/O buffers inserted on ports ........................ 20
  HPWL Detailed ........................ 115000 um
  Final weighted congestion of routability-driven global placement ........................ 1.14
  Post-placement worst setup slack ........................ -0.483 ns

[Logic synthesis]
  Number of synthesized flops with an enable pin ........................ 0
  Cell area after synthesis ........................ 19200 um2
  Avg Inst Size Synth ........................ 7.78 um2
  Number of synthesized register bits ........................ 520
  Cell count listed in synth_stat.txt ........................ 2463
  Share of synthesized registers carrying an async set or reset ........................ 0%
  Largest cells by area ........................ sky130_fd_sc_hd__dlxtn_1, sky130_fd_sc_hd__a22oi_1, sky130_fd_sc_hd__a21oi_1, sky130_fd_sc_hd__nand2_1, sky130_fd_sc_hd__nor2_1
  Number of synthesis warnings ........................ 6118
  Library cell with the largest summed area after synthesis ........................ sky130_fd_sc_hd__dlxtn_1
  Fraction of post-synthesis cell area in the top cell type by area ........................ 40.8%
  Gate count after technology mapping ........................ roughly 2500
  Dominant synthesized flop cell ........................ sky130_fd_sc_hd__dlxtn_1
  Count of distinct cell types in the synthesized netlist ........................ 80
  Yosys-reported design area after synthesis ........................ 19200 um2
  Commonest cells in the synthesized netlist ........................ sky130_fd_sc_hd__dlxtn_1, sky130_fd_sc_hd__a21oi_1, sky130_fd_sc_hd__nand2_1, sky130_fd_sc_hd__a22oi_1, sky130_fd_sc_hd__nor2_1
  Dominant cell by count in the synthesized netlist ........................ sky130_fd_sc_hd__dlxtn_1

[Final timing]
  Normalized max-slew margin ........................ roughly 13%
  Final Cycle Share ........................ 97.7%
  Shortest period the worst path allows ........................ approximately 5.4 ns
  Highest Clock Rate ........................ 0.186 GHz
  Least-Margin Pin Slew ........................ 1.29 ns
  PnR worst setup slack ........................ around 0.13 ns
  Max-slew violation count ........................ 0
  Number of unconstrained endpoints ........................ 520
  Hold Fails Final Rpt ........................ 0
  Register pins left without a clock ........................ 520
  Final setup violation count ........................ 0

[Die]
  Number of rows created at floorplan ........................ 92
  Initial core utilization ........................ a little under a third
  Total die size ........................ 64900 um2
  Horizontal extent of the die ........................ 255 um
  Core region area ........................ about 63000 um2
  Die y size ........................ 255 um
  IO Pins ........................ 69

[Final layout]
  Share of post-route cells with drive strength above 1 ........................ 18.1%
  Register cell area after layout ........................ 7810 um2
  Number of fill cells in the layout ........................ 6637
  Core occupancy in the finished layout ........................ 36.4%
  Area growth from synthesis to final layout ........................ 19.7%
  Comb. cell area ........................ roughly 11000 um2

[Power]
  Switching component of the power ........................ 1720 uW
  Maximum vdd drop ........................ between 0.06 and 0.07 mV
  Cell Pwr Density ........................ roughly 130 nW/um2
  Pint ........................ around 1300 uW
  Sw Ratio ........................ 57.8%
  P_leak ........................ 0.00870 uW

[Setup path]
  Worst endpoint data arrival time ........................ 4.27 ns
  Critical Path Start Type ........................ input pin
  Critical path class ........................ in -> out
  Sort of element at the end of the critical path ........................ output port
  Endpoint required time on the critical path ........................ ~4.4 ns
  Largest fanout of any net on the critical path ........................ 6

[Global routing]
  Met2 demand-to-capacity share in global routing ........................ 65.8%
  Met1 track utilization from global routing ........................ 61.3%
  Global-route total usage across every layer ........................ around 50%
  Busiest grt layer ........................ met2
  Global-route wire length before repair ........................ 204000 um
  Number of antenna violations at the first check in global routing ........................ 21
  Number of global-route vias before repair ........................ 22394
  Maximum number of pins on one net before global-route repair ........................ 85
  GR Overflow Total ........................ 0
  Met3 GRT Util ........................ 24.7%

[Run]
  Max Cap Violations ........................ 0
  Total tool warning count ........................ 81

[Drt]
  Post-route antenna net violation count ........................ 0
  Detailed-route via count ........................ 23641
  Routed length per placed instance ........................ 45.0 um
  Via-to-Cell Ratio ........................ 6.88
  Total routed wirelength ........................ 155000 um
  Post-route DRC ........................ 0
  First-iteration detailed-routing DRC count ........................ 3150
  Drt pass-1 iters ........................ 8

[Hold path]
  Number of cells on the worst hold path ........................ 9
  Start point of the worst min-delay path ........................ pc[6]
  End point of the worst hold path ........................ pred
  Class of the tightest hold or removal check ........................ in -> out

[CTS]
  Post-CTS Hold Fix Bufs ........................ 0

----------------------------------------------------
==> cell families (layout without fill, tap and decap cells) <==
family / count (synthesis) / in the layout / share of synthesized area, %
other: 0 / 13 / 0
buffers and inverters: 209 / 323 / 4.47
XOR/XNOR: 35 / 36 / 2.23
AND/OR/NAND/NOR: 761 / 761 / 19.1
latches: 520 / 520 / 40.8
AND-OR/OR-AND: 927 / 927 / 32.9
multiplexers: 11 / 11 / 0.601
==> worst max-delay path, cell delays in order <==
cell and delay (ns):
sky130_fd_sc_hd__clkdlybuf4s15_1 0.26, sky130_fd_sc_hd__xor2_2 0.27, sky130_fd_sc_hd__buf_4 0.19, sky130_fd_sc_hd__nor4_2 0.06
sky130_fd_sc_hd__buf_12 0.18, sky130_fd_sc_hd__buf_4 0.17, sky130_fd_sc_hd__a222oi_1 0.37, sky130_fd_sc_hd__nand3_1 0.21
sky130_fd_sc_hd__buf_4 0.21, sky130_fd_sc_hd__a32oi_2 0.18, sky130_fd_sc_hd__nand4_1 0.17, sky130_fd_sc_hd__a2111oi_4 0.31
sky130_fd_sc_hd__mux2i_2 0.13, sky130_fd_sc_hd__clkdlybuf4s50_1 0.45
==> cells in the final DEF (no fill, tap or decap), types with 11 or more instances in the layout <==
cell and count:
sky130_fd_sc_hd__a31oi_1 46, sky130_fd_sc_hd__o21ai_1 13, sky130_fd_sc_hd__nor2_1 174, sky130_fd_sc_hd__buf_4 273, sky130_fd_sc_hd__a21oi_1 260, sky130_fd_sc_hd__nand4_1 35, sky130_fd_sc_hd__a22o_1 27, sky130_fd_sc_hd__o21a_1 59
sky130_fd_sc_hd__a221oi_1 11, sky130_fd_sc_hd__clkdlybuf4s50_1 12, sky130_fd_sc_hd__o22ai_1 37, sky130_fd_sc_hd__nor4_2 31, sky130_fd_sc_hd__dlxtn_1 520, sky130_fd_sc_hd__o21ai_0 77, sky130_fd_sc_hd__nand2_1 244, sky130_fd_sc_hd__and2_1 12
sky130_fd_sc_hd__o211ai_1 11, sky130_fd_sc_hd__buf_12 18, sky130_fd_sc_hd__nor3_1 42, sky130_fd_sc_hd__nor4_4 17, sky130_fd_sc_hd__a211oi_1 13, sky130_fd_sc_hd__nor2_2 11, sky130_fd_sc_hd__diode_2 13, sky130_fd_sc_hd__nor4_1 22
sky130_fd_sc_hd__a222oi_1 25, sky130_fd_sc_hd__a22oi_1 243, sky130_fd_sc_hd__nand3_1 120
==> worst max-delay path by stage <==
stage,from,endpoint,cells after the start
finish,pc[3],pred,14
global route,pc[3],pred,14
CTS,pc[7],pred,14
==> registers in the layout, indices dropped and copies added, names as in the netlist <==
register	cells
pht	512
bht	8
==> power groups by stage <==
stage | logic, uW | clock network (uW) | registers [uW]
4_1_cts | 1760 | 0 | 1070
5_1_grt | 1890 | 0 | 1110
==> layout make-up <==
class | count | area share (%)
Antenna cell | 13 | 0.142
Inverter | 4 | 0.0872
Tap cell | 846 | 4.61
Multi-Input combinational cell | 1735 | 49.4
Timing Repair Buffer | 319 | 11.7
Sequential cell | 520 | 34.0
==> through the flow <==
stage / std cells / setup TNS, ns / hold slack (ns) / cell area, um2 / total power (uW)
6_report: 3437 / 0 / 3.59 / 22900 / 2980
4_1_cts: 3413 / 0 / 3.88 / 22600 / 2830
3_5_place_dp: 3408 / -0.483 / 3.89 / 22400 / 2800
3_3_place_gp: 3408 / -0.549 / 3.89 / 22400 / 2810
5_1_grt: 3424 / -0.00957 / 3.67 / 22900 / 3000
2_1_floorplan: 2463 / 0 / 2.59 / 19200 / 1900
==> metal layers <==
layer / part of all wire (%) / vias up
met4: 8.4 / 22
li1: - / 9480
met5: 0.12 / -
met3: 15 / 523
met2: 40 / 1957
met1: 37 / 11659
==> what timing repair did <==
action	in CTS	in global routing
setup buffers	4	11
pin swaps	4	18
cloned	1	0
endpoints found under the hold margin	0	0
endpoints found under the setup margin	1	1
gates resized	32	52
No activity file was given, so power comes from the tool's default toggle rates.
