File: flow/design.v
module mux_3x1
#(parameter DATA_WIDTH = 32)(
  input [1:0] select,
  input [DATA_WIDTH-1:0] in1,
  input [DATA_WIDTH-1:0] in2,
  input [DATA_WIDTH-1:0] in3,
  output reg [DATA_WIDTH-1:0] out
);
always @ (*) begin
  case(select)
    2'b00: out = in1;
    2'b01: out = in2;
    2'b10: out = in3;
    default: out = 32'hxxxx_xxxx;  
  endcase
end
endmodule
File: flow/run.sh
#!/bin/bash
# OpenROAD 26Q1-2900-gdf79404cd8, Yosys 0.63+post, stock flow scripts
make -C /OpenROAD-flow-scripts/flow DESIGN_CONFIG=/design/flow/config.mk WORK_HOME=/design/flow/orfs finish
File: flow/config.mk
export PLATFORM = sky130hd
export DESIGN_NAME = mux_3x1
export DESIGN_NICKNAME = mux_3x1
export VERILOG_FILES = /design/flow/design.v
export SDC_FILE = /design/flow/constraint.sdc
export NUM_CORES = 4
export LEC_CHECK = 1
export CORE_AREA = 10 10 78 78
export DIE_AREA = 0 0 88 88
File: flow/constraint.sdc
current_design mux_3x1

set clk_period 5.2
set clk_io_pct 0.2

create_clock -name clk0 -period $clk_period

set non_clock_inputs [all_inputs -no_clocks]
set_input_delay [expr $clk_period * $clk_io_pct] -clock clk0 $non_clock_inputs
set_output_delay [expr $clk_period * $clk_io_pct] -clock clk0 [all_outputs]
==> metrics.txt <==
# HELP chip_impl_metric Metrics from one implementation run
# TYPE chip_impl_metric gauge
chip_impl_metric{name="final.min_clock_period",unit="ns"} 4.21
chip_impl_metric{name="layout-drive-gt1-share",unit="%"} 1.29
chip_impl_metric{name="grt_first_pass_wirelength",unit="mm"} 6.40
chip_impl_metric{name="openroad.warnings",unit=""} 33
chip_impl_metric{name="cts-hold-fix-buffers",unit=""} 0
chip_impl_metric{name="fin_ws",unit="ns"} 0.991
chip_impl_metric{name="synth-cells-yosys",unit=""} 113
chip_impl_metric{name="die_y",unit="µm"} 88
chip_impl_metric{name="dp_hpwl",unit="mm"} 3.84
chip_impl_metric{name="portion_of_synthesized_cell_area_occupied_by_the_leading_cell_type",unit="%"} 37.7
chip_impl_metric{name="via_count_of_the_first_global_routing_pass",unit=""} 1216
chip_impl_metric{name="avgRoutedWirePerCell",unit="µm"} 15.8
chip_impl_metric{name="dpl_worst_slack",unit="ns"} 0.927
chip_impl_metric{name="grt_max_degree",unit=""} 37
chip_impl_metric{name="synth_seq_share",unit="%"} 0
chip_impl_metric{name="seq_cells",unit=""} 0
chip_impl_metric{name="die_area",unit="µm²"} 7740
chip_impl_metric{name="max_clock_freq",unit="MHz"} 238
chip_impl_metric{name="floorplanUtilization",unit="%"} 14.4
chip_impl_metric{name="tns",unit="ns"} 0
chip_impl_metric{name="area_delta_synth_final",unit="%"} 206
chip_impl_metric{name="route.final.wire_length",unit="mm"} 4.49
chip_impl_metric{name="syn-mean-instance-area",unit="µm²"} 5.64
chip_impl_metric{name="timing.critical_path.arrival",unit="ns"} 3.17
chip_impl_metric{name="global_route.usage.total",unit="%"} 10.1
chip_impl_metric{name="powerDensity",unit="nW/µm²"} 93.9
chip_impl_metric{name="i_o_pin_count",unit=""} 130
chip_impl_info{name="endpoint_kind_of_the_worst_setup_timing_path",value="output pin"} 1
chip_impl_metric{name="global_route_total_overflow",unit=""} 0
chip_impl_info{name="hp-class",value="in2out"} 1
chip_impl_info{name="critical_path_class",value="in2out"} 1
chip_impl_metric{name="antenna_cells_inserted",unit=""} 0
chip_impl_metric{name="fillCellCount",unit=""} 437
chip_impl_metric{name="required_time_of_the_critical_path",unit="ns"} 4.16
chip_impl_metric{name="power.ir.vdd_worst",unit="V"} 0.0000396
chip_impl_info{name="netlist_top_cells_area",value="sky130_fd_sc_hd__a22oi_1 38%, sky130_fd_sc_hd__o21ai_1 24%, sky130_fd_sc_hd__nand2_1 19%"} 1
chip_impl_metric{name="post_cts_resized",unit=""} 0
chip_impl_metric{name="path_max_fanout",unit=""} 17
chip_impl_metric{name="tightestPinTransition",unit="ns"} 0.637
chip_impl_metric{name="total_count_of_hold_check_failures_in_the_final_report",unit=""} 0
chip_impl_metric{name="remaining_drc_errors",unit=""} 0
chip_impl_metric{name="slew_viol_final",unit=""} 0
chip_impl_metric{name="period_utilisation_layout",unit="%"} 80.9
chip_impl_metric{name="initialDrtViolationCount",unit=""} 43
chip_impl_metric{name="vias",unit=""} 1244
chip_impl_metric{name="first_pass_iters",unit=""} 3
chip_impl_metric{name="worst_slew_margin_rel",unit="%"} 57.6
chip_impl_metric{name="min_delay_path_depth",unit=""} 4
chip_impl_metric{name="total_leakage_power",unit="µW"} 0.000710
chip_impl_info{name="largest_area_cell",value="sky130_fd_sc_hd__a22oi_1"} 1
chip_impl_metric{name="number_of_antenna_violations_at_the_first_check_in_global_routing",unit=""} 0
chip_impl_metric{name="synth.cell_area",unit="µm²"} 637
chip_impl_metric{name="routabilityCongestion",unit=""} 0.814
chip_impl_metric{name="chipWidth",unit="µm"} 88
chip_impl_metric{name="yosys_stat_chip_area",unit="µm²"} 637
chip_impl_metric{name="fp-row-count",unit=""} 24
chip_impl_info{name="outcome",value="complete, no violations"} 1
chip_impl_info{name="synth.cells.most_frequent",value="32 x sky130_fd_sc_hd__a22oi_1, 32 x sky130_fd_sc_hd__nand2_1, 30 x sky130_fd_sc_hd__o21ai_1"} 1
chip_impl_metric{name="nClkBuffers",unit=""} 0
chip_impl_metric{name="post_drt_via_cell_ratio",unit=""} 4.38
chip_impl_metric{name="synth_cells",unit=""} 113
chip_impl_metric{name="tally_of_buffers_added_on_design_ports",unit=""} 130
chip_impl_metric{name="ff_latch_area",unit="µm²"} 0
chip_impl_info{name="grt_setup_unrepaired",value="false"} 1
chip_impl_metric{name="utilization",unit="%"} 44.2
chip_impl_metric{name="final_design_area_no_fill",unit="µm²"} 1950
chip_impl_metric{name="synth-warning-count",unit=""} 1
chip_impl_metric{name="placed_area",unit="µm²"} 1950
chip_impl_metric{name="antenna_nets_post_route",unit=""} 0
chip_impl_metric{name="total_setup_violations_reported_at_the_end_of_the_flow",unit=""} 0
chip_impl_info{name="setup.worst_path.start_class",value="primary input"} 1
chip_impl_metric{name="max_cap_viol_count",unit=""} 0
chip_impl_metric{name="cts_setup_buffers",unit=""} 0
chip_impl_metric{name="synth.lib_cells_used.distinct",unit=""} 8
chip_impl_metric{name="core_area",unit="µm²"} 4410
through the flow:
stage | hold slack (ns) | power [µW] | cells
2_1_floorplan | 2.14 | 48.5 | 113
3_3_place_gp | 2.99 | 186 | 284
3_5_place_dp | 2.99 | 186 | 284
4_1_cts | 2.99 | 187 | 284
5_1_grt | 3.00 | 200 | 284
6_report | 2.98 | 183 | 284
path summary, 6_finish.rpt:
check	start	endpoint	slack, ns
max	select[0]	out[14]	0.99
min	in1[28]	out[28]	2.98
placed cells by master (no fill, tap or decap):
cell                              instances
sky130_fd_sc_hd__o21ai_0                  2
sky130_fd_sc_hd__o21ai_1                 30
sky130_fd_sc_hd__ha_2                     1
sky130_fd_sc_hd__clkdlybuf4s50_1        130
sky130_fd_sc_hd__buf_12                   1
sky130_fd_sc_hd__inv_1                    2
sky130_fd_sc_hd__nand2_1                 32
sky130_fd_sc_hd__buf_4                    1
sky130_fd_sc_hd__a22oi_1                 32
sky130_fd_sc_hd__ha_1                     1
cell families (layout without fill, tap and decap cells):
group	Yosys count	after routing	synth area share, %
AND-OR/OR-AND	64	64	62.9
adder cells (fa/ha/maj)	2	2	3.93
AND/OR/NAND/NOR	32	32	18.9
buffers and inverters	15	134	14.3
area by class of cell:
type | count | area, µm² | area share [%]
repair buffers | 132 | 1330 | 68.2
multi-input cells | 98 | 548 | 28.1
well taps | 52 | 65.1 | 3.34
inverters | 2 | 7.51 | 0.385
routing by layer:
layer	part of all wire (%)	up-vias	track usage [%]
met5	0	-	0
met4	0	0	0
met3	14	0	4.21
met2	48	69	17.8
met1	39	515	11.7
li1	-	660	-
critical path, cell delays in order:
cell and delay [ns]:
sky130_fd_sc_hd__clkdlybuf4s50_1 0.48, sky130_fd_sc_hd__ha_1 0.57, sky130_fd_sc_hd__buf_4 0.33, sky130_fd_sc_hd__a22oi_1 0.10
sky130_fd_sc_hd__o21ai_1 0.17, sky130_fd_sc_hd__clkdlybuf4s50_1 0.48
power by group:
part / switching [µW] / leakage (µW) / total [µW] / internal (µW)
combinational: 51.8 / 0.000710 / 183 / 131
sequential: 0 / 0 / 0 / 0
clock: 0 / 0 / 0 / 0
total: 51.8 / 0.000710 / 183 / 131
Power is estimated from default activity; no workload was simulated.
