**./run.sh**
```bash
#!/bin/bash
# OpenROAD 26Q1-2900-gdf79404cd8, Yosys 0.63+post, stock flow scripts
make -C /OpenROAD-flow-scripts/flow DESIGN_CONFIG=/design/flow/config.mk WORK_HOME=/design/flow/orfs finish
```
**./config.mk**
```make
export PLATFORM = sky130hd
export DESIGN_NAME = mux_4x1
export DESIGN_NICKNAME = mux_4x1
export VERILOG_FILES = /design/flow/design.v
export SDC_FILE = /design/flow/constraint.sdc
export NUM_CORES = 4
export LEC_CHECK = 1
export CORE_AREA = 10 10 84 84
export DIE_AREA = 0 0 94 94
```
**./constraint.sdc**
```tcl
current_design mux_4x1

set clk_period 1.1
set clk_io_pct 0.2

create_clock -name clk0 -period $clk_period

set non_clock_inputs [all_inputs -no_clocks]
set_input_delay [expr $clk_period * $clk_io_pct] -clock clk0 $non_clock_inputs
set_output_delay [expr $clk_period * $clk_io_pct] -clock clk0 [all_outputs]
```
**./design.v**
```verilog
module mux_4x1
#(parameter DATA_WIDTH = 32)(
  input [1:0] select,
  input [DATA_WIDTH-1:0] in1,
  input [DATA_WIDTH-1:0] in2,
  input [DATA_WIDTH-1:0] in3,
  input [DATA_WIDTH-1:0] in4,
  output reg [DATA_WIDTH-1:0] out
);
always @ (*) begin
  case(select)
    2'b00: out = in1;
    2'b01: out = in2;
    2'b10: out = in3;
    2'b11: out = in4;
    default: out = 32'h0000_0000;  
  endcase
end
endmodule
```
==> reports/summary.txt <==
Worst hold path class - in -> out
First-pass GRT wire length - 9.43 mm
DR vias - 1212
Yosys stat chip area - 815 µm²
WS Path Type - in -> out
Area fraction in compound gates - 0%
Simple share - 0%
Leakage Power - 1.15 nW
Post-Synth Adder-Cell Area - 0%
Global route overflow - 0
Pwr dens - 342 mW/mm²
Status - complete, but fails checks
Layout area overhead - 193%
Max FO, Critical Path - 5
Library cells used by synthesis - 5
Period utilization - 127%
Post-layout minimum cycle time - 1.40 ns
Top cells by area - mux4_2 (83%), buf_12 (7.4%), mux4_1 (6.5%), buf_2 (1.8%), buf_6 (1.4%)
# clk buffers - 0
Fmax - 714 MHz
DP Worst Slack - -0.869 ns
Max transition margin - 92.7%
Post-Syn Instances - 39
Initial DRC Count - 24
Crit-path most repeated cell - buf_12
Final RePlAce weighted congestion - 0.810
Layout Cells excl Fill - 280
Chip width - 94 µm
Top delay family on crit path - multiplexers
I/O Buffers - 162
Initial antenna violation count - 2
Crit path DAT - 1.18 ns
Routed len/inst - 24.0 µm
Registers - 0
Worst-margin pin slew - 0.110 ns
GRT Total Usage - 14.6%
Ports - 162
Failing checks - negative setup slack
Final slew viol count - 0
# fillers - 525
Yosys top cell by instances - mux4_2
RSZ-0062 raised after global routing - true
Dpl hpwl - 5.69 mm
Share of cells above drive strength 1 - 41.8%
Site row count - 26
Vias per inst - 4.33
Top cell area share - 82.9%
# setup viols final - 32
DIE HEIGHT - 94 µm
Post-route DRC - 0
Ys cells - 39
Synth Warn # - 1
Most frequent cells after synthesis - mux4_2 (30), buf_12 (3), buf_2 (3)
Core footprint - 0.00520 mm²
Slowest cell on the critical path - mux4_2
Setup crit end kind - output pin
WP buf/inv - 4
Max Cap Viol - 0
Initial Util - 15.6%
Synthesized area per cell - 20.9 µm²
Detailed Route WL - 6.71 mm
Largest area contributor in the netlist - mux4_2
Critical path required time - 0.88 ns
Pin count of the biggest net entering global routing - 11
Log Warnings - 35
Drt pass-1 iters - 3
Xor/xnor share - 0%
Synth mux share - 89.4%
Seq share, synth - 0%
Seq. cell area - 0 µm²
DP Cell Count - 267
Crit path launch type - input pin
Final WS setup - -0.301 ns
Vias in the first global route - 1466
IR drop worst, VDD - 0.000162 V
CP cell instances - buf_12 > buf_12 > buf_12 > mux4_2 > buf_2
Final hold violation count - 0
Synthesized cell area - 815 µm²
Logic family by area - multiplexers
Antenna viol nets, final - 0
Chip Area - 0.00884 mm²
CP max stage delay - 0.50 ns
## per-stage QoR
stage / hold slack, ns / utilization, % / power [mW] / setup TNS (ns) / instance area, µm²
after floorplan: 0.526 / - / 0.261 / -0.949 / 823
after global placement: 1.32 / 47.6 / 0.983 / -26.66 / 2480
after detailed placement: 1.33 / 47.6 / 0.988 / -26.78 / 2480
after CTS: 0.831 / 45.9 / 0.839 / -8.54 / 2390
after global routing: 0.852 / 45.7 / 0.879 / -8.89 / 2380
final: 0.833 / 45.8 / 0.816 / -7.74 / 2380
## timing repair
item                                    in CTS  in global routing
gates cloned                                 5                  0
buffers inserted                             6                  1
gates resized                              269                  4
hold buffers                                 0                  0
endpoints found under the setup margin      32                 32
## cell usage in the layout (no fill, tap or decap)
cell,netlist,routed
buf_4,0,3
dlygate4sd2_1,0,120
buf_12,3,6
bufbuf_16,0,1
diode_2,0,2
mux4_2,30,32
buf_8,0,1
buf_6,1,5
clkdlybuf4s15_1,0,1
buf_2,3,36
buf_16,0,3
## metal layers
layer / track usage (%) / vias to the layer above / share of wire, %
met2: 26.8 / 70 / 56
met1: 17.3 / 589 / 36
met3: 4.28 / 2 / 7.3
li1: - / 551 / -
met5: 0 / - / 0
met4: 0.506 / 0 / 0.31
## worst paths after layout
check	startpoint	endpoint	slack (ns)	depth (start not counted)
worst min-delay path	in4[28]	out[28]	0.83	3
worst max-delay path	select[0]	out[23]	-0.30	5
## cell families after synthesis
| kind of cell | count (synthesis) |
|---|---|
| buf+inv | 7 |
| mux | 32 |
## report_power, final
part | internal [mW] | switching, mW
clock | 0.000000243 | 0
sequential | 0 | 0
combinational | 0.600 | 0.216
total | 0.600 | 0.216
## worst min-delay path: stages
cell,delay [ns]
buf_2,0.07
mux4_2,0.23
buf_6,0.09
## area by class of cell
| cell class | instances | area (µm²) | share of cell area, % |
|---|---|---|---|
| Timing Repair Buffer | 176 | 1570 | 65.9 |
| Multi-Input combinational cell | 32 | 721 | 30.2 |
| Tap cell | 70 | 87.6 | 3.67 |
| Antenna cell | 2 | 5.00 | 0.210 |
Power is estimated from default activity; no workload was simulated.
